$ cat flow/design.v
`timescale 1ns / 1ps
module MUX2to1(
    input [31:0] line0,
    input [31:0] line1,
    input line_select,
    output reg [31:0] out
    );
always @(line0 or line1)
    if(line_select == 1'b0)
        out = line0;
    else if(line_select == 1'b1)
        out = line1;
begin
end
endmodule
$ cat flow/run.sh
#!/bin/bash
# OpenROAD 26Q1-2900-gdf79404cd8, Yosys 0.63+post, stock flow scripts
make -C /OpenROAD-flow-scripts/flow DESIGN_CONFIG=/design/flow/config.mk WORK_HOME=/design/flow/orfs finish
$ cat flow/config.mk
export PLATFORM = sky130hd
export DESIGN_NAME = MUX2to1
export DESIGN_NICKNAME = MUX2to1
export VERILOG_FILES = /design/flow/design.v
export SDC_FILE = /design/flow/constraint.sdc
export NUM_CORES = 4
export LEC_CHECK = 1
export CORE_AREA = 10 10 70 70
export DIE_AREA = 0 0 80 80
$ cat flow/constraint.sdc
current_design MUX2to1

set clk_period 1.0
set clk_io_pct 0.2

create_clock -name clk0 -period $clk_period

set non_clock_inputs [all_inputs -no_clocks]
set_input_delay [expr $clk_period * $clk_io_pct] -clock clk0 $non_clock_inputs
set_output_delay [expr $clk_period * $clk_io_pct] -clock clk0 [all_outputs]
==> flow_summary.rst <==
Synthesis and place-and-route
=============================

.. list-table::
   :header-rows: 1

   * - Metric
     - Value
   * - Outcome
     - complete, but fails checks
   * - Violated checks
     - setup timing
   * - Placement row count
     - 21
   * - Time the final worst path needs with I/O delays and setup
     - 1100 ps
   * - Setup bufs post-CTS
     - 0
   * - Peak supply drop
     - 0.185 mV
   * - Area of the mapped netlist
     - roughly 540 um2
   * - Routability Congestion
     - 0.760
   * - Final Hold Vio Count
     - 0
   * - Via count of the first global-routing pass
     - 811
   * - Share of the cycle needed by the critical path after routing
     - 110%
   * - Remaining Overflow, GRT
     - 0
   * - Data required time at the worst endpoint
     - approximately 800 ps
   * - Chain of cells forming the critical path
     - buf_16, clkbuf_16, mux2_4, buf_6
   * - Accumulated negative setup slack
     - -2640 ps
   * - Least setup slack across all paths after layout
     - -101 ps
   * - Diode insertion count for antenna repair
     - 0
   * - Most instantiated logic cell after routing
     - dlygate4sd2_1
   * - Max-Slew Margin vs Limit
     - between 90 and 100%
   * - Layout Utilization
     - between 40% and 50%
   * - Wire length of the first global-routing pass
     - 4.31 mm
   * - Sort of element at the start of the critical path
     - primary input
   * - Unrepaired setup endpoints after global routing
     - yes
   * - Die area
     - ~0.0064 mm2
   * - Port Buf Inserts
     - 97
   * - Number of vias in the routed layout
     - 720
   * - Final tally of max-slew violations
     - 0
   * - Crit end category
     - output pin
   * - Most numerous logic cells after layout
     - 64 x dlygate4sd2_1, 32 x mux2_4, 21 x buf_6, 11 x buf_2, 4 x buf_16
   * - Total design power
     - 0.616 mW
   * - CLK BUF
     - 0
   * - Initial antenna violation count
     - 0
   * - Maximum fanout encountered on the critical timing path
     - 6
   * - Pin count of the biggest net entering global routing
     - 10
   * - Total power per unit cell area
     - a little under 400 mW/mm2
   * - CORE AREA
     - 0.00342 mm2
   * - Registers
     - 0
   * - Measured slew at the worst slew-check pin
     - 99.2 ps
   * - Layout-stage area growth over the synthesis result
     - 188%
   * - Total buffers and inverters traversed by the critical path
     - 3
   * - Ratio of cells with drive above 1 in the final layout
     - 52.6%
   * - Total number of yosys warnings
     - 1
   * - Average vias per placed instance
     - a little under 4
   * - Starting density of the core
     - between 10% and 20%
   * - Crit-path max cell delay
     - 300 ps
   * - Final ANT Viol Nets
     - 0
   * - Share of the yosys chip area belonging to registers
     - 0%
   * - Cell count after synthesis
     - 36
   * - Reg area
     - 0 um2
   * - Post-synthesis cell type count
     - 4
   * - Type of the setup path with the least slack
     - in2out
   * - All-Layer GR Usage
     - between 8 and 9%
   * - Tightest Hold Check Type
     - in2out
   * - Cell total in the yosys stat output
     - 36
   * - Yosys stat area
     - roughly 540 um2
   * - Die outline width
     - 80 um
   * - Max-cap violations
     - 0
   * - HPWL after detailed placement
     - 2.41 mm
   * - Hold slack
     - 794 ps
   * - Height of the chip
     - 80 um
   * - I/O pin total
     - 97
   * - Count of TritonRoute iterations in the first routing pass
     - 2
   * - Final setup violation count
     - 32
   * - Kind of cell with the highest combined delay on the critical path
     - buffers and inverters
   * - Number of violations reported at the end of detailed-routing iteration 0
     - 3
   * - Post-route DRC
     - 0
   * - Routed wire length per instance
     - 16.1 um
   * - Slowest cell on the critical path
     - mux2_4
   * - FMAX
     - 908 MHz
   * - Leakage power
     - 0.852 nW
   * - Routed WL
     - between 2 and 3 mm
   * - Number of warnings in the stage logs
     - 34
   * - Placement-stage worst setup slack
     - -496 ps
   * - Data arrival time of the critical path
     - 900 ps
   * - Mean post-synth cell area
     - 15.1 um2
[synth_stat cells]
cell type	instances	share of area, %
mux2_2	2	4.1
buf_6	1	2.1
buf_12	3	11
mux2_4	30	83
[through the flow]
stage	cell area (um2)	std cells
2_1_floorplan	544	36
3_3_place_gp	1540	177
3_5_place_dp	1540	177
4_1_cts	1500	180
5_1_grt	1570	181
6_report	1570	181
[power breakdown]
group          switching [mW]  internal (mW)  total (mW)
Combinational           0.138          0.478       0.616
Clock                       0              0           0
Sequential                  0              0           0
[logic make-up (layout without fill, tap and decap cells)]
family | count (synthesis) | count (layout) | synth area share (%)
buf+inv | 4 | 103 | 13.1
mux | 32 | 32 | 86.9
[cell type report]
type	instances	area [um2]
timing repair buffer	103	1030
tap	46	57.6
multi-input combinational	32	480
fill	335	1850
[timing repair]
| item | in CTS | in global routing |
|---|---|---|
| gates cloned | 3 | 1 |
| endpoints found under the setup margin | 32 | 32 |
| gates resized | 186 | 6 |
| hold buffers | 0 | 0 |
[worst paths after layout]
check	start	to	slack, ps	cells past startpoint
worst max-delay path	line_select	out[26]	-100	4
worst min-delay path	line0[25]	out[25]	790	3
[per-layer routing]
metal	share of wire, %	track usage [%]	vias to the layer above
met5	0	0	-
li1	-	-	342
met3	9.5	2.50	2
met1	41	10.5	323
met4	0.72	0.704	0
met2	49	13.9	53
Power is estimated from default activity; no workload was simulated.
