`/design/flow/run.sh`:
```
#!/bin/bash
# OpenROAD 26Q1-2900-gdf79404cd8, Yosys 0.63+post, stock flow scripts
make -C /OpenROAD-flow-scripts/flow DESIGN_CONFIG=/design/flow/config.mk WORK_HOME=/design/flow/orfs finish
```
`/design/flow/design.v`:
```
`timescale 1ns / 1ps
module RegisterFile(
    input [4:0] Rs1,
    input [4:0] Rs2,
    input [4:0] Rd,
    input [31:0] WData,
    input RegWrite,
    output reg [31:0] Data1,
    output reg [31:0] Data2
    );
reg [31:0] Register [0:31];
integer i;
initial begin
for(i = 0; i < 32; i = i+1)
    Register[i] <= 32'b0;
end
always @(Rs1 or Rs2 or RegWrite or Rd or WData)
begin
    Data1 = Register[Rs1];
    Data2 = Register[Rs2];
    Register[Rd] = WData;
end    
endmodule
```
`/design/flow/config.mk`:
```
export PLATFORM = sky130hd
export DESIGN_NAME = RegisterFile
export DESIGN_NICKNAME = RegisterFile
export VERILOG_FILES = /design/flow/design.v
export SDC_FILE = /design/flow/constraint.sdc
export NUM_CORES = 4
export LEC_CHECK = 1
export CORE_UTILIZATION = 30
```
`/design/flow/constraint.sdc`:
```
current_design RegisterFile

set clk_period 7.1
set clk_io_pct 0.2

create_clock -name clk0 -period $clk_period

set non_clock_inputs [all_inputs -no_clocks]
set_input_delay [expr $clk_period * $clk_io_pct] -clock clk0 $non_clock_inputs
set_output_delay [expr $clk_period * $clk_io_pct] -clock clk0 [all_outputs]
```
==> flow_metrics.py <==
# Auto-generated metrics
metrics = {
    "detailed_routing": {
        "detail_route.first_pass.iterations": 7,
        "drt_iter0_markers": 5720,
        "route.final.wire_length_mm": 222,
        "detail_route.vias_per_cell": 7.28,
        "routed_wire_length_per_instance_um": 42.8,
        "drt_antenna_net_count": 0,
        "drcViolationCount": 0,
        "vias_post_dr": 37727,
    },
    "power": {
        "p_leak_nw": 15.3,
        "power.ir.vdd_worst_v": 0.0000478,
        "power_density_nw_per_um2": 54.1,
        "internal_power_mw": 0.847,
        "switching_power_mw": 1.09,
        "switching_share_pct": 56.2,
    },
    "finish": {
        "fraction_of_layout_instances_using_a_drive_strength_above_1_pct": 11.2,
        "top_regs": "Register x1024",
        "filler_cell_count": 10849,
        "largest_register_ff_count": 1024,
        "logic_area_um2": 15000,
        "finish.instance_area_um2": 35800,
        "seqCellArea_um2": 15400,
        "syn_to_final_growth_pct": 12.2,
        "fin_cells": 5184,
        "regMostFlops": "Register",
    },
    "sta": {
        "hold_viol_final": 0,
        "endpoints_left_unconstrained": 1024,
        "timing.fmax_mhz": 151,
        "setup_violations": 0,
        "fin_crit_ns": 6.64,
        "min_period_over_period_pct": 93.5,
        "final_layout_setup_total_negative_slack_ns": 0,
        "unclocked_regs": 1024,
        "timing_worst_slew_pin_value_ns": 1.19,
        "relSlewSlack_pct": 20.1,
        "final-max-slew-violation-count": 0,
        "grt_setup_unrepaired": "no",
    },
    "run_status": {
        "status": "finished, final reports clean",
    },
    "run": {
        "warnings": 33,
        "maxCapViolations": 0,
    },
    "synth": {
        "synthTopCellsByCount": "sky130_fd_sc_hd__dlxtn_1, sky130_fd_sc_hd__nand3_1, sky130_fd_sc_hd__a22oi_1, sky130_fd_sc_hd__nand4_1, sky130_fd_sc_hd__and3_1",
        "synthMostInstantiatedCell": "sky130_fd_sc_hd__dlxtn_1",
        "aoi_share_pct": 15.6,
        "edf_count": 0,
        "yosysTopAreaCell": "sky130_fd_sc_hd__dlxtn_1",
        "synth_area_per_cell_um2": 8.58,
        "synth_largest_type_area_fraction_pct": 48.3,
        "synthesis.instances": 3715,
        "synth.cellmix.simpleShare_pct": 28.3,
        "yosys.cell_types.count": 80,
        "mappedNetlistArea_um2": 31900,
        "mux_share_pct": 2.34,
        "synth.ff_latch_count": 1024,
        "yosys-stat-cells": 3715,
        "yosys_stat_area_um2": 31900,
        "yosys_xor_share_pct": 0,
        "synth.cellmix.adderShare_pct": 0,
        "main_logic_family_after_synthesis": "simple AND/OR/NAND/NOR gates",
        "synth.area.top_cells": "sky130_fd_sc_hd__dlxtn_1, sky130_fd_sc_hd__nand3_1, sky130_fd_sc_hd__a22oi_1",
        "yosys_warnings": 2,
        "async_flop_share_pct": 0,
        "synthFlopType": "sky130_fd_sc_hd__dlxtn_1",
    },
    "hold_path": {
        "hold_start": "Rs1[2]",
        "hold_end": "Data1[11]",
        "hold_path_depth": 7,
        "hold_path_class": "input port to output pin",
    },
    "global_route": {
        "grt_pass1_vias": 35502,
        "grt-ovfl-total": 0,
        "grt_util_all_layers_pct": 41.3,
        "grt_first_pass_wirelength_mm": 297,
        "antenna_found_initial": 29,
        "maximum_number_of_pins_on_one_net_before_global_route_repair": 86,
    },
    "clock_tree": {
        "holdBufCountCts": 0,
        "cts_resized": 0,
        "cts_post_setup_buffers_inserted": 0,
    },
    "worst_setup_path": {
        "critPathSlowestCell": "sky130_fd_sc_hd__nor2_1",
        "worstPathCellList": "buf_2 > nand2b_1 > nor2_1 > buf_4 > a222oi_1 > nand3_1 > o32a_1 > clkdlybuf4s50_1",
        "setup.worst_path.class": "input port to output pin",
        "cp_max_fo": 23,
        "endpoint_arrival_time_on_the_critical_path_ns": 5.22,
        "timing.critical_path.slowest_cell_delay_ns": 1.07,
        "worst-endpoint-required_ns": 5.68,
        "worstSetupStartpointType": "input port",
        "worst_setup_path_end_kind": "output pin",
    },
    "placement": {
        "post_dp_cell_area_um2": 35700,
        "detailed_placer_s_ending_hpwl_mm": 139,
        "place.gp.congestion": 1.11,
        "io_buffers": 111,
        "post-place-cells": 5159,
    },
    "die": {
        "die_y_um": 328,
        "fp-utilization_pct": 30.3,
        "number_of_top_level_pins": 112,
        "floorplan.die.width_um": 328,
        "placement_rows": 119,
        "coreArea_um2": 105000,
        "chip_area_um2": 108000,
    },
}
## worst max path at each step
stage / from / to / slack [ns] / depth (start not counted)
6_report: Rs1[0] / Data1[0] / 0.46 / 8
4_1_cts: Rs2[3] / Data2[6] / 0.84 / 10
5_1_grt: Rs1[0] / Data1[0] / 0.67 / 8
## area by class of cell
| cell class | count | share of cell area [%] |
|---|---|---|
| flip-flops and latches | 1024 | 43.0 |
| multi-input cells | 2342 | 42.0 |
| repair buffers | 397 | 9.92 |
| well taps | 1391 | 4.87 |
| diodes | 25 | 0.175 |
| inverters | 5 | 0.0525 |
## through the flow
stage | util (%) | hold WS, ns | setup slack, ns | power (mW)
6_report | 34.0 | 4.21 | 0.462 | 1.93
5_1_grt | 33.9 | 4.23 | 0.668 | 1.95
4_1_cts | 33.9 | 4.15 | 0.837 | 1.84
3_5_place_dp | 33.9 | 4.15 | 0.852 | 1.83
3_3_place_gp | 33.9 | 4.14 | 0.837 | 1.84
2_1_floorplan | - | 3.25 | 2.70 | 1.04
## kinds of logic (layout without fill, tap and decap cells)
logic type / Yosys count / in the layout
AND/OR/NAND/NOR: 1643 / 1643
AND-OR/OR-AND: 630 / 630
buffers and inverters: 349 / 402
other: 0 / 25
latches: 1024 / 1024
multiplexers: 69 / 69
## critical path: cells and delay by family
family                 cells  cell delay, ns
AND-OR/OR-AND              2            0.46
buffers and inverters      3            1.53
AND/OR/NAND/NOR            3            1.76
## layout by cell type (no fill, tap or decap), types with 40 or more instances in the layout
cell type | synthesis | routed
sky130_fd_sc_hd__nand4_1 | 251 | 251
sky130_fd_sc_hd__a22oi_1 | 282 | 282
sky130_fd_sc_hd__dlxtn_1 | 1024 | 1024
sky130_fd_sc_hd__nand3_1 | 850 | 850
sky130_fd_sc_hd__a2111oi_0 | 41 | 41
sky130_fd_sc_hd__and3_1 | 170 | 169
sky130_fd_sc_hd__o32a_1 | 40 | 40
sky130_fd_sc_hd__mux2i_1 | 42 | 42
sky130_fd_sc_hd__buf_4 | 15 | 260
sky130_fd_sc_hd__a22o_1 | 46 | 46
sky130_fd_sc_hd__nor2_1 | 94 | 79
sky130_fd_sc_hd__clkdlybuf4s50_1 | 0 | 101
## per-layer routing
layer  part of all wire [%]  vias to the layer above  track usage [%]
li1                       -                    14330                -
met1                     33                    17923             47.3
met2                     38                     4064             53.7
met3                     19                     1368             28.3
met4                    9.8                       42             29.7
met5                   0.28                        -             3.64
Power is estimated from default activity; no workload was simulated.
