[design/flow/design.v]
`timescale 1ns / 1ps
module ALU(
    input [31:0] Data1,
    input [31:0] Data2,
    input [3:0] ALU_Op,
    output reg [31:0] ALUResult
    );
always @(Data1 or Data2 or ALU_Op)
    begin
        if(ALU_Op == 4'b0000)                    
            ALUResult = Data1 << Data2;
        else if(ALU_Op == 4'b0010)             
            ALUResult = Data1 >> Data2;
        else if(ALU_Op == 4'b1100)              
            ALUResult = Data1 & Data2;
        else if(ALU_Op == 4'b1000)             
            ALUResult = Data1 + Data2;
        else if(ALU_Op == 4'b1010)            
            ALUResult = Data1 - Data2;
        else if(ALU_Op == 4'b1101)            
            ALUResult = Data1 | Data2;
        else ALUResult = 32'b0;
    end
endmodule
[design/flow/run.sh]
#!/bin/bash
# OpenROAD 26Q1-2900-gdf79404cd8, Yosys 0.63+post, stock flow scripts
make -C /OpenROAD-flow-scripts/flow DESIGN_CONFIG=/design/flow/config.mk WORK_HOME=/design/flow/orfs finish
[design/flow/config.mk]
export PLATFORM = sky130hd
export DESIGN_NAME = ALU
export DESIGN_NICKNAME = ALU
export VERILOG_FILES = /design/flow/design.v
export SDC_FILE = /design/flow/constraint.sdc
export NUM_CORES = 4
export LEC_CHECK = 1
export CORE_UTILIZATION = 50
[design/flow/constraint.sdc]
current_design ALU

set clk_period 19.6
set clk_io_pct 0.2

create_clock -name clk0 -period $clk_period

set non_clock_inputs [all_inputs -no_clocks]
set_input_delay [expr $clk_period * $clk_io_pct] -clock clk0 $non_clock_inputs
set_output_delay [expr $clk_period * $clk_io_pct] -clock clk0 [all_outputs]
==> results.txt <==
The flow run is done. The run finished with clean final reports. Count of antenna-violating nets left after detailed routing landed at 0. STA classifies the critical path endpoint as an output pin. OpenSTA, run right after detailed placement, puts the worst setup slack at 6830 ps. The synthesized netlist was found by Yosys to have 1,284 cells. Post-route non-filler standard cell count landed at roughly 1,500. Height of the die landed at around 130 µm. Remaining design rule violation count landed at 0. Hold-fix buffer count after cts landed at 0. The post-placement cell area is between 9000 and 10,000 µm². After floorplanning, the die was sized to cover approximately 17,000 µm². Summing every instance area after synthesis gives around 8200 µm².

Number of resized instances in the post-cts repair step landed at 0. Max-cap violations in this run came to 0. Buffers inserted during post-CTS setup optimization landed at 0.

Horizontal die size landed at 130 µm. The first global-routing pass estimated ~53,000 µm of wire. Smallest setup slack after layout landed at between 6000 and 7000 ps. The detailed placer reported the number of placed instances as about 1,500. The timing report gives the biggest stage delay along the critical path as a little over 700 ps. Maximum fanout along the worst path landed at 40. Total setup violations reported at the end of the flow landed at 0. By startpoint and endpoint, the worst setup path is classified as input pin to output pin. The highest supply drop recorded on VDD is ~21 µV.

The launch point of the critical path was reported as Data2[4]. The synthesized instance count is 1,284. Tally of filler cells in the layout landed at approximately 1,600.

OpenROAD emitted warnings numbering approximately 96. The pin closest to its max-slew limit shows a slew of 850 ps. Largest net degree at the start of global routing landed at 71. Measured on the finished design, the core utilization comes to 0.573.

In this run the mean area of a mapped cell was approximately 6.4 µm². According to the floorplan log, the row count is approximately 46. Effective utilization at floorplan landed at 0.514. The largest individual stage delay along the critical path comes from the cell o31ai_1.

The repair_antennas step left the layout with diodes totalling 0. According to the timing report, the data required time at the worst endpoint equals 15,680 ps. Routability congestion estimate from global placement landed at 1.09.

Post-route period utilization is reported as 0.661. Final hold violation count landed at 0. Measured against its own limit, the worst slew margin works out to 0.419. The type recorded for the worst min-delay path is input pin to output pin. Summed over all cells, the static leakage comes to between 3 and 4 nW.

Via count of the first global-routing pass landed at roughly 8,800. In this run the most critical hold path is launched from Data2[0]. In the finished design the tool counted flip-flops and latches totalling 0. Static timing analysis puts the maximum clock frequency at between 70 and 80 MHz.

Counting the clock-network buffers in the layout gives 0. Yosys warning count landed at 1. Final global-route overflow total landed at 0. Placeable core region landed at 15,900 µm². STA classifies the critical path startpoint as an input pin. Number of different library cells in the post-synthesis netlist landed at between 80 and 90. In the final layout, the share of cells above drive strength 1 is 0.0530.

The number of buffers and inverters on the critical path is 4. The layout report lists the multi-input gate area as about 7400 µm². Total power divided by cell area landed at between 20 and 30 nW/µm². Initial antenna violation count landed at 1. Total routing usage reported by global routing landed at 0.434. Detailed-route via count landed at ~10,000. Adding up every negative setup slack in the final design gives 0 ps. Of the synthesized area, sequential elements account for 0. Post-detailed-route wirelength per cell landed at 24.2 µm. Endpoint arrival time on the critical path landed at between 9000 and 10,000 ps. Compared with the post-synthesis result, the final layout area differs by 11.5%. In the final report, the number of pins over their slew limit comes to 0.

Input and output buffers added on the ports amount to about 100. Post-layout minimum cycle time landed at 12,950 ps. Setup repair after global routing left no endpoint under its margin. Detailed-route iteration 0 reported a violation count of 1,312. After routing the design area is about 9100 µm². Via-per-instance ratio landed at between 6 and 7. Pin placement for this block handled roughly 100 I/O pins. Final HPWL from detailed placement landed at 28,500 µm. The wire length recorded after detailed routing is around 37,000 µm. In this design, the largest share of critical-path delay is due to AND-OR/OR-AND gates.

The critical path goes through clkdlybuf4s50_1 -> buf_4 -> inv_1 -> ha_1 -> nand2_1 -> o311ai_1 -> a31oi_1 -> o21ai_1 -> a21oi_1 -> o31ai_1 -> a31oi_1 -> xnor2_1 -> a221oi_1 -> o21ai_0 -> clkdlybuf4s50_1. For this run, the chip area from Yosys synthesis comes to slightly above 8000 µm². Count of TritonRoute iterations in the first routing pass landed at 7. Area taken by flip-flops and latches landed at 0 µm².
where the power goes:
group	switching (W)	leakage, nW	total (W)	internal [W]
sequential	0	0	0	0
combinational	0.000138	3.83	0.000230	0.0000926
clock	0	0	0	0
routing by layer:
layer | vias to the layer above | global-route usage | part of all wire
met1 | 4738 | 0.672 | 0.44
met2 | 742 | 0.602 | 0.40
met4 | 0 | 0.128 | 0.035
li1 | 4782 | - | -
met3 | 82 | 0.0814 | 0.13
met5 | - | 0 | 0
per-stage QoR:
step                      power (W)  hold WS, ps
after CTS                  0.000223         8940
after global routing       0.000248         9010
after global placement     0.000222         8950
after detailed placement   0.000221         8940
after floorplan            0.000142         7970
final                      0.000230         8940
layout by cell type, fill, tap and decap left out, types with 12 or more instances in the layout:
master / netlist / final
nor2_1: 145 / 145
a211oi_1: 25 / 25
buf_4: 8 / 18
nor3_1: 44 / 43
a21oi_1: 135 / 135
clkdlybuf4s50_1: 0 / 96
inv_1: 90 / 90
o21bai_1: 13 / 13
ha_1: 95 / 95
and3_1: 17 / 17
nand3_1: 25 / 25
mux4_2: 14 / 14
a221o_1: 12 / 12
nand2_1: 139 / 139
and2_1: 13 / 13
a221oi_1: 17 / 17
a31oi_1: 21 / 21
o21ai_0: 93 / 93
o211ai_1: 14 / 14
a21o_1: 13 / 13
mux2i_1: 49 / 49
nor4_1: 18 / 18
o21a_1: 12 / 12
o221ai_1: 14 / 14
synth_stat cells, types with 14 or more instances:
cell	n	area, µm²
a31oi_1	21	131
nor3_1	44	220
mux2i_1	49	490
buf_2	22	110
inv_1	90	338
a221oi_1	17	149
o211ai_1	14	105
a211oi_1	25	188
a21oi_1	135	676
mux4_2	14	315
nand2_1	139	522
nor2_1	145	544
nand3_1	25	125
o221ai_1	14	123
nor4_1	18	113
o21ai_0	93	465
and3_1	17	106
ha_1	95	1190
clkbuf_1	54	203
kinds of logic after synthesis:
family | after synthesis | share of synthesized area
multiplexers | 71 | 0.110
adder cells (fa/ha/maj) | 97 | 0.150
AND/OR/NAND/NOR | 451 | 0.251
buffers and inverters | 192 | 0.0973
AND-OR/OR-AND | 467 | 0.385
XOR/XNOR | 6 | 0.00644
path summary, 6_finish.rpt:
kind	slack, ps	end	depth (start not counted)
hold / removal	8940	ALUResult[1]	5
setup / recovery	6650	ALUResult[29]	15
layout make-up:
class	instances	share of cell area
Multi-Input combinational cell	1092	0.810
Timing Repair Buffer	117	0.122
Inverter	93	0.0383
Tap cell	216	0.0297
No activity file was given, so power comes from the tool's default toggle rates.
